==> ./config.mk <==
export PLATFORM = sky130hd
export DESIGN_NAME = eviction_write_buffer
export DESIGN_NICKNAME = eviction_write_buffer
export VERILOG_FILES = /design/flow/design.v
export SDC_FILE = /design/flow/constraint.sdc
export NUM_CORES = 4
export LEC_CHECK = 1
export CORE_AREA = 10 10 296 296
export DIE_AREA = 0 0 306 306
==> ./constraint.sdc <==
current_design eviction_write_buffer

set clk_period 42.2
set clk_io_pct 0.2

create_clock -name clk0 -period $clk_period [get_ports {clk}]

set non_clock_inputs [all_inputs -no_clocks]
set_input_delay [expr $clk_period * $clk_io_pct] -clock clk0 $non_clock_inputs
set_output_delay [expr $clk_period * $clk_io_pct] -clock clk0 [all_outputs]
==> ./design.v <==
package rv32i_types;
typedef enum bit [6:0] {
    op_lui   = 7'b0110111,  
    op_auipc = 7'b0010111,  
    op_jal   = 7'b1101111,  
    op_jalr  = 7'b1100111,  
    op_br    = 7'b1100011,  
    op_load  = 7'b0000011,  
    op_store = 7'b0100011,  
    op_imm   = 7'b0010011,  
    op_reg   = 7'b0110011,  
    op_csr   = 7'b1110011   
} rv32i_opcode;
typedef enum bit [2:0] {
    beq  = 3'b000,
    bne  = 3'b001,
    blt  = 3'b100,
    bge  = 3'b101,
    bltu = 3'b110,
    bgeu = 3'b111
} branch_funct3_t;
typedef enum bit [2:0] {
    lb  = 3'b000,
    lh  = 3'b001,
    lw  = 3'b010,
    lbu = 3'b100,
    lhu = 3'b101
} load_funct3_t;
typedef enum bit [2:0] {
    sb = 3'b000,
    sh = 3'b001,
    sw = 3'b010
} store_funct3_t;
typedef enum bit [2:0] {
    add  = 3'b000,  
    sll  = 3'b001,
    slt  = 3'b010,
    sltu = 3'b011,
    axor = 3'b100,
    sr   = 3'b101,  
    aor  = 3'b110,
    aand = 3'b111
} arith_funct3_t;
typedef enum bit [2:0] {
    alu_add = 3'b000,
    alu_sll = 3'b001,
    alu_sra = 3'b010,
    alu_sub = 3'b011,
    alu_xor = 3'b100,
    alu_srl = 3'b101,
    alu_or  = 3'b110,
    alu_and = 3'b111
} alu_ops;
typedef logic [31:0] rv32i_word;
typedef logic [4:0] rv32i_reg;
typedef logic [3:0] rv32i_mem_wmask;
typedef struct packed {
    rv32i_word curr_pc;
    rv32i_word pc_plus4;
    rv32i_opcode opcode;
	 logic [2:0] funct3;
    alu_ops aluop;
    branch_funct3_t cmpop;
    logic [2:0] regfilemux_sel;
    logic alumux1_sel;
    logic [2:0] alumux2_sel;
    logic marmux_sel;
    logic [2:0] mdrmux_sel;
    logic cmpmux_sel;
	logic [1:0] pc_branch_jump_sel;
    logic load_regfile;
    logic mem_read;
    logic mem_write;
    logic [2:0] mem_byte_enable;
    logic [4:0] source_reg1;
    logic [4:0] source_reg2;
    logic [4:0] dest_reg;
} rv32i_ctrl_word;
endpackage : rv32i_types
module eviction_write_buffer
(
	input logic clk,
	input [31:0] l2pmem_address,
	input [255:0] l2pmem_wdata,
	input logic l2_read,
				l2_write,
				l2pmem_read,
				l2pmem_write,
	input logic pmem_resp,
	output logic blocking,
	output logic send_ewb_to_pmem,
	output [255:0] ewb_pmem_wdata,
	output [31:0] ewb_pmem_address
);
logic complete_eviction;
logic ewb_valid;
eviction_write_buffer_datapath evb_datapath
(
	.clk			  (clk),
	.write			  (!ewb_valid & l2pmem_write),
	.complete_eviction(complete_eviction),
	.wdata_in		  (l2pmem_wdata),
	.address_in		  (l2pmem_address),
	.wdata_out		  (ewb_pmem_wdata),
	.address_out	  (ewb_pmem_address),
	.valid_out		  (ewb_valid)
);
eviction_write_buffer_control evb_control
(
	.clk				   (clk),
	.pmem_resp			   (pmem_resp),
	.l2_read			   (l2_read),
	.l2_write			   (l2_write),
	.ewb_valid 			   (ewb_valid),
	.l2_address			   (l2pmem_address),
	.ewb_address		   (ewb_pmem_address),
	.l2pmem_read (l2pmem_read),
	.l2pmem_write (l2pmem_write),
	.blocking			   (blocking),
	.send_evicted_line_pmem(send_ewb_to_pmem),
	.complete_eviction	   (complete_eviction)
);
endmodule : eviction_write_buffer 
module eviction_write_buffer_control
(
	input clk,
	input logic pmem_resp,
	input logic l2_read,
				l2_write,
				l2pmem_read,
				l2pmem_write,
				ewb_valid,
	input logic [31:0] l2_address,
	input logic [31:0] ewb_address,
	output logic send_evicted_line_pmem,
	output logic complete_eviction,
	output logic blocking
);
logic evb_resp;
enum int unsigned {
	idle,  
	busy,  
	invalidate_buffer_line,
	wait_1
} state, next_state;
always_comb
begin : state_action_logic
	send_evicted_line_pmem = 1'b0;
	complete_eviction = 1'b0;
	blocking = 1'b0;
	case(state)
		idle:  ;
		busy: begin
			send_evicted_line_pmem = 1'b1;
			blocking = 1'b1;
		end
		invalidate_buffer_line: begin
			complete_eviction = 1'b1;
			blocking = 1'b1;
		end
		wait_1: ;
		default:  ;
	endcase
end
always_comb
begin : next_state_logic
	next_state = state;
	case(state)
		idle: begin
			if((!l2pmem_read && !l2pmem_write && ewb_valid) || 
			   (l2pmem_read && (l2_address[31:5] == ewb_address[31:5]) && ewb_valid) ||
			   (l2pmem_write && ewb_valid)) next_state = busy;
			else next_state = idle; 
		end
		busy: begin
			if(pmem_resp) next_state = invalidate_buffer_line;
			else next_state = busy;
		end
		invalidate_buffer_line: begin
			next_state = wait_1;
		end
		wait_1 : begin
			next_state = idle;
		end
		default: begin
			next_state = idle;
		end
	endcase
end
always_ff @(posedge clk)
begin: next_state_assignment
	state <= next_state;
end
endmodule : eviction_write_buffer_control
module eviction_write_buffer_datapath 
(
    input clk,
    input write,
	input complete_eviction,
    input [255:0] wdata_in,
	input [31:0] address_in,
    output [255:0] wdata_out,
	output [31:0] address_out,
	output logic valid_out
);
logic [255:0] data;
logic [31:0] address;
logic valid;
initial
begin
    data = 0;
	address = 0;
	valid = 0;
end
always_ff @(posedge clk)
begin
    if (write == 1 && valid == 1'b0)
    begin
        data = wdata_in;
		address = address_in;
		valid = 1'b1;
    end
	else if(complete_eviction)
	begin
		data = 0;
		address = 0;
		valid = 0;
	end
end
assign wdata_out = data;
assign address_out = address;
assign valid_out = valid;
endmodule : eviction_write_buffer_datapath
==> ./run.sh <==
#!/bin/bash
# OpenROAD 26Q1-2900-gdf79404cd8, Yosys 0.63+post, stock flow scripts
make -C /OpenROAD-flow-scripts/flow DESIGN_CONFIG=/design/flow/config.mk WORK_HOME=/design/flow/orfs finish
==> results.txt <==
Notes on the flow outputs.

- The flow ran to the end, and the final reports show no timing, DRC or antenna violations.
- Setup repair after global routing left no endpoint under its margin.
- The internal cell power is 0.000855 W.
- The routed design has 39.4 mm of wire.
- The number of DRC violations after detailed-routing iteration 0 reads 463.
- The number of search-and-repair iterations in the first detailed-routing pass is 4.
- The number of max-cap violations reads 0.
- The cell family with the largest share of critical-path delay is buffers and inverters.
- The largest single stage delay on the critical path is 0.65 ns.
- The kind of path behind the tightest hold check is flip-flop to flip-flop.
- The maximum resistive drop on vdd is 0.0361 mV.
- The die covers 93600 µm².
- The wire length of the first global-routing pass is approximately 56 mm.
- The number of nets with antenna violations after detailed routing reads 0.
- Per the slew report, the remaining headroom to the max-slew limit stands at between 40% and 50%.
- The final timing report lists a hold violation count of 0.
- The main area contributors are sky130_fd_sc_hd__edfxtp_1 78%, sky130_fd_sc_hd__and2_1 16%, sky130_fd_sc_hd__xor2_1 2.1%, sky130_fd_sc_hd__buf_6 1.2%, sky130_fd_sc_hd__clkbuf_1 0.64%.
- The relative contribution of combinational cells to total power reads 29.4%.
- The synthesized cell area reads 11200 µm².
- Yosys reports that the leading cell type by area covers a little under 80% of the netlist area.
- For this run, the total global-route usage over all layers was measured as under 10%.
- The remaining global-route overflow is 0.
- For this run, design rule violations remaining after detail routing come to 0.
- The post-route clock skew is 0.0335 ns.
- The OpenROAD report gives the critical path a required time of ~43 ns.
- The number of clock buffers inserted by TritonCTS reads 37.
- The net switching component of the power is 0.000287 W.
- The portion of total power attributed to the clock network reads a little over a quarter.
- The number of global-route vias before repair is roughly 8000.
- The tree is rooted in a sky130_fd_sc_hd__clkbuf_16.
- The worst setup path category is input port to flip-flop.
- The prevailing post-synth register cell reads sky130_fd_sc_hd__edfxtp_1.
- The floorplan has 104 rows.
- Relative to the synthesized area, the layout overhead comes to 73.3%.
- The final period utilization reads 27.0%.
- The ratio of cells with drive above 1 in the final layout reads under 10%.
- The number of setup buffers added after CTS is 0.
- For this block, the via count after detailed routing is ~7500.
- The core footprint is 80800 µm².
- The measured slew at the worst slew-check pin is 0.807 ns.
- The buffer-and-inverter tally for the worst setup path is 5.
- The proportion of register bits with asynchronous set or reset after synthesis is 0%.
- The worst-case clock buffer depth is 3.
- The switching part of the total is 25.1%.
- The count of tool warnings reads 30.
- The number of enable-type register cells in the synthesized netlist reads 288.
- The number of max-slew violations in the final report is 0.
- The number of buffers added on ports reads 581.
- The average vias per placed instance reads 3.20.
- The clock input transition at the sequential cells of the worst setup and hold paths reads roughly 0.06 ns.
- Data on the critical path arrives at its endpoint at 11.76 ns.
- The final number of setup-violating endpoints reads 0.
- The share of the Yosys chip area taken by registers is between 70% and 80%.
- The largest area contributor in the netlist reads sky130_fd_sc_hd__edfxtp_1.
- The global placer's final weighted congestion is approximately 0.82.
- The leakage component of the power was reported as 6.77 nW.
- Entering global routing, the biggest net connects 81 pins.
- The tally of filler cells in the layout is 8334.
- The minimum clock period is 11.38 ns.
- The endpoint kind of the worst setup timing path reads a flip-flop.
- The share of power burned in registers reads 43.6%.
- The cell count listed in synth_stat.txt is 666.
- The aggregate negative setup slack is 0 ns.
- The top-level I/O count reads 584.
- The critical path's slowest stage uses the library cell sky130_fd_sc_hd__buf_4.
- The number of cells upsized or downsized after cts reads 0.
- The dominant cell type by count on the critical path reads sky130_fd_sc_hd__buf_4.
- The total of hold buffers inserted after clock tree synthesis reads 0.
- The count of H-tree levels built during CTS reads 2.
- The post-synth area from yosys stat reads 11200 µm².
- The die is about 310 µm tall.
- The horizontal die dimension reads 306 µm.
- The mean area per synthesized cell reads 16.7 µm².
- The critical path maximum fanout is 80.
- The CTS tree is built.
- The gate-level netlist out of Yosys references 23 unique cell types.
- The average routed wire per standard cell reads approximately 17 µm.
- The number of placed instances, taps included reads approximately 2300.
- The clock reaches the later pin of the worst-skew pair after 0.55 ns.
- The power density normalized to cell area reads 59.1 nW/µm².
- The number of antenna violations at the first check in global routing came to 13.
- The number of storage elements in the synthesis netlist is ~290.
- The critical path launch point type is an input port.
- Warnings reported by Yosys during synthesis add up to 2.
- The CTS log lists the clock sinks for this run as 291.
- The upper clock frequency limit is 87.9 MHz.
- The initial core utilization is between 10% and 20%.
- The synthesized instance count reads ~670.
- The filler-free cell count of the finished design is ~2400.
- Once detailed placement completed, the half-perimeter wirelength came to 30.5 mm.
- In this run the critical path is formed by clkdlybuf4s50_1 -> nor2b_4 -> buf_4 -> buf_4 -> buf_4 -> buf_4 -> and2_1.
==> final timing paths <==
path	from	end	slack, ns	depth (start not counted)
max	l2pmem_write	evb_datapath.data[42]	30.82	7
min	evb_datapath.valid	evb_datapath.valid	0.55	1
max reg2reg	evb_datapath.valid	evb_datapath.data[42]	38.90	6
min reg2reg	evb_datapath.valid	evb_datapath.valid	0.55	1
==> synth_stat cells (2+ instances only) <==
cell,count
sky130_fd_sc_hd__and2_1,288
sky130_fd_sc_hd__inv_1,4
sky130_fd_sc_hd__xor2_1,27
sky130_fd_sc_hd__nor4_1,6
sky130_fd_sc_hd__nand4_1,2
sky130_fd_sc_hd__clkbuf_1,19
sky130_fd_sc_hd__dfxtp_1,3
sky130_fd_sc_hd__edfxtp_1,288
sky130_fd_sc_hd__buf_6,12
sky130_fd_sc_hd__ha_1,4
==> cells in the final DEF (no fill, tap or decap), drive strengths merged <==
master	instances
clkdlybuf4s50	581
and2	288
edfxtp	288
clkbuf	46
xor2	27
clkinv	15
buf	9
inv	7
nor4	6
ha	4
bufinv	3
dfxtp	3
nand4	2
nor2b	2
o21ai	2
diode	1
nand2b	1
nand2	1
a31oi	1
nor3	1
o41ai	1
nand3	1
or2	1
a21o	1
==> per-layer routing <==
layer	vias to the layer above	GRT usage, %	share of wire, %
li1	3514	-	-
met1	3529	9.02	35
met2	384	13.3	48
met3	78	4.63	13
met4	20	2.20	3.3
met5	-	0	0.32
==> power groups by stage <==
stage	logic (W)	registers [W]	clock network, W
finish	0.000335	0.000498	0.000308
global route	0.000367	0.000510	0.000333
CTS	0.000348	0.000501	0.000324
==> stage by stage <==
step	power, W	setup WS [ns]	hold slack, ns	instance area (µm²)	util (%)
3_3_place_gp	0.000851	30.18	0.510	18200	22.5
5_1_grt	0.00121	30.46	0.573	19300	23.9
6_report	0.00114	30.82	0.549	19300	23.9
2_1_floorplan	0.000580	29.27	0.475	11200	-
3_5_place_dp	0.000852	30.08	0.534	18200	22.5
4_1_cts	0.00117	30.69	0.532	19300	23.9
==> layout make-up <==
type                            instances  area, µm²  share of cell area (%)
Sequential cell                       291       8710                    45.0
Timing Repair Buffer                  590       5880                    30.4
Multi-Input combinational cell        339       2220                    11.5
Tap cell                             1060       1330                    6.86
Clock buffer                           46        981                    5.07
Clock inverter                         21        195                    1.01
Inverter                                4       15.0                  0.0777
Antenna cell                            1       2.50                  0.0129
==> flip-flops by register name, indices dropped and copies added (netlist names) <==
name and cells:
evb_datapath.data 256, evb_datapath.address 32, evb_control.state 2, evb_datapath.valid 1
==> logic make-up after synthesis <==
group | synth area share, %
xor gates and xnor gates | 2.12
buffers and inverters | 2.05
AOI/OAI and AO/OA | 0.292
adders and majority gates | 0.449
and+or+nand+nor | 17.0
DFF | 78.1
No activity file was given, so power comes from the tool's default toggle rates.
