==> design.v <==
package rv32i_types;
typedef enum bit [6:0] {
    op_lui   = 7'b0110111,  
    op_auipc = 7'b0010111,  
    op_jal   = 7'b1101111,  
    op_jalr  = 7'b1100111,  
    op_br    = 7'b1100011,  
    op_load  = 7'b0000011,  
    op_store = 7'b0100011,  
    op_imm   = 7'b0010011,  
    op_reg   = 7'b0110011,  
    op_csr   = 7'b1110011   
} rv32i_opcode;
typedef enum bit [2:0] {
    beq  = 3'b000,
    bne  = 3'b001,
    blt  = 3'b100,
    bge  = 3'b101,
    bltu = 3'b110,
    bgeu = 3'b111
} branch_funct3_t;
typedef enum bit [2:0] {
    lb  = 3'b000,
    lh  = 3'b001,
    lw  = 3'b010,
    lbu = 3'b100,
    lhu = 3'b101
} load_funct3_t;
typedef enum bit [2:0] {
    sb = 3'b000,
    sh = 3'b001,
    sw = 3'b010
} store_funct3_t;
typedef enum bit [2:0] {
    add  = 3'b000,  
    sll  = 3'b001,
    slt  = 3'b010,
    sltu = 3'b011,
    axor = 3'b100,
    sr   = 3'b101,  
    aor  = 3'b110,
    aand = 3'b111
} arith_funct3_t;
typedef enum bit [2:0] {
    alu_add = 3'b000,
    alu_sll = 3'b001,
    alu_sra = 3'b010,
    alu_sub = 3'b011,
    alu_xor = 3'b100,
    alu_srl = 3'b101,
    alu_or  = 3'b110,
    alu_and = 3'b111
} alu_ops;
typedef logic [31:0] rv32i_word;
typedef logic [4:0] rv32i_reg;
typedef logic [3:0] rv32i_mem_wmask;
typedef struct packed {
    rv32i_word curr_pc;
    rv32i_word pc_plus4;
    rv32i_opcode opcode;
	 logic [2:0] funct3;
    alu_ops aluop;
    branch_funct3_t cmpop;
    logic [2:0] regfilemux_sel;
    logic alumux1_sel;
    logic [2:0] alumux2_sel;
    logic marmux_sel;
    logic [2:0] mdrmux_sel;
    logic cmpmux_sel;
	logic [1:0] pc_branch_jump_sel;
    logic load_regfile;
    logic mem_read;
    logic mem_write;
    logic [2:0] mem_byte_enable;
    logic [4:0] source_reg1;
    logic [4:0] source_reg2;
    logic [4:0] dest_reg;
} rv32i_ctrl_word;
endpackage : rv32i_types
module regfile
(
    input clk,
    input load,
    input [31:0] in,
    input [4:0] src_a, src_b, dest,
    output logic [31:0] reg_a, reg_b
);
logic [31:0] data [32]  ;
initial
begin
    for (int i = 0; i < $size(data); i++)
    begin
        data[i] = 32'b0;
    end
end
always_ff @(posedge clk)
begin
    if (load && dest)
    begin
        data[dest] = in;
    end
	else
	begin
		 ;
	end
end
always_comb
begin
    reg_a = src_a ? data[src_a] : 0;
    reg_b = src_b ? data[src_b] : 0;
end
endmodule : regfile
==> run.sh <==
#!/bin/bash
# OpenROAD 26Q1-2900-gdf79404cd8, Yosys 0.63+post, stock flow scripts
make -C /OpenROAD-flow-scripts/flow DESIGN_CONFIG=/design/flow/config.mk WORK_HOME=/design/flow/orfs finish
==> config.mk <==
export PLATFORM = sky130hd
export DESIGN_NAME = regfile
export DESIGN_NICKNAME = regfile
export VERILOG_FILES = /design/flow/design.v
export SDC_FILE = /design/flow/constraint.sdc
export NUM_CORES = 4
export LEC_CHECK = 1
export CORE_UTILIZATION = 40
==> constraint.sdc <==
current_design regfile

set clk_period 9.8
set clk_io_pct 0.2

create_clock -name clk0 -period $clk_period [get_ports {clk}]

set non_clock_inputs [all_inputs -no_clocks]
set_input_delay [expr $clk_period * $clk_io_pct] -clock clk0 $non_clock_inputs
set_output_delay [expr $clk_period * $clk_io_pct] -clock clk0 [all_outputs]
==> reports/metrics.cfg <==
[final_layout]
drive_above_1_share_pct=26.7
fillerInstances=9611
instances_no_fill=4416
finalInstanceArea_mm2=0.0547
synthToLayoutAreaGrowth_pct=14.2
comb_area_mm2=0.0164
largest_register_ffs=1024
seqCellArea_mm2=0.0307

[timing]
finalMaxSlewViolations=0
fin_crit_ps=7590
fmax_mhz=132
slew-limit-headroom_pct=29.1
hold_viol_final=0
fin_crit_sh_pct=77.5
whs_ps=2090
max_slew.worst_pin.slew_ps=1060
fin_setup_tns_ps=0
finalSetupViolCount=0
rsz0062_at_grt=no

[clock_tree]
ctsLongestPathBuffers=3
cts_setup_buffers=0
clk_pin_slew_ps=60
postCtsResizedCells=0
numCtsBuffers=105
htreeDepth=3
postCtsHoldBufs=0
cts_sinks=1024
cts_root_buf=clkbuf_16
cts_tree=yes

[global_routing]
grt_pass1_wl_um=221000
grt_pass1_vias=31400
use_met1_pct=30.0
grt_util_met2_pct=40.2
antenna_found_initial=2
groute.usage.overall_pct=28.3
busiest_layer=met2
grt_overflow=0
grt_use_met3_pct=25.3
grt_start_max_net_pins=75

[drt]
finalWirelength_um=156000
num_antenna_cells=0
dr.pass1.iters=8
wl_per_cell_um=35.3
antenna_left=0
vias_per_cell=6.37
vias=28100
drc_errors=0
drtIter0Drc=1928

[setup_path]
required_ps=7840
slowest_delay_ps=780
critical_path.slowest_cell=a311oi_1
path_common_cell=buf_4
crit_path_start_kind=input pin
cp_num_buf_inv=5
worstPathCellList=buf_6, buf_4, nor2_4, buf_4, a221oi_1, o21ai_0, a311oi_1, buf_4, clkdlybuf4s50_1
path_delay_family=buffers and inverters
worstPathArrival_ps=5630
path_class=in2out
end_kind=output pin
cp_max_fo=30

[logic_synthesis]
simple_gate_area_share_pct=2.18
syn-cell-area_mm2=0.0479
synth-edff-count=1024
synth.most_common_cell=edfxtp_1
common_cells=edfxtp_1 (1024), mux2i_1 (320), mux4_2 (316)
topCellsByArea=edfxtp_1 (64%), mux4_2 (15%), mux2i_1 (6.7%), mux4_1 (2.0%), mux2_2 (1.5%)
synth_area_leader_cell=edfxtp_1
seq_area_frac_synth_pct=64.2
ff_type=edfxtp_1
ys_cells=2564
postSynthCellCount=2564
netlist-cell-type-count=39
topCombFamilyByArea=multiplexers
synth_area_per_cell_um2=18.7
mux_area_share_pct=25.0
fa_ha_area_share_pct=0
ys_sh_xor_pct=0
synth_flops=1024
yosys_area_mm2=0.0479
top_cell_area_share_pct=64.2
synth_compound_gate_area_share_pct=6.15
async_flop_share_pct=0
yosysWarnings=1

[floorplanning]
die_h_um=348
coreArea_mm2=0.118
fp-utilization_pct=40.5
fp.dieW_um=348
chipArea_mm2=0.121
num_rows=126
io_pins=113

[min_path]
hold_class=in2reg

[pwr]
combPwrFrac_pct=9.0
power.leakage_nw=17.7
netSwitchingFraction_pct=22.7
power_switching_mw=2.23
finalPower_mw=9.81
power.density_mw_per_mm2=179
pwr-share-seq_pct=50.1
p_int_mw=7.58
max-vdd-ir-drop_v=0.000134
clockPowerShare_pct=40.9

[run]
cap_violations=0
log.warning_count=26

[place]
port_buffers=112
dp.cells=4226
dpl_cell_area_mm2=0.0513
gp_congestion=0.900
hpwl_um=88200

[run_status]
status=complete, no violations

stage by stage:
step | util [%] | worst slack (ps)
after detailed placement | 43.3 | 2190
after floorplan | - | 4470
final | 46.2 | 2210
after global routing | 46.2 | 2010
after global placement | 43.3 | 2230
after CTS | 46.2 | 2190
routing by layer:
metal  part of all wire [%]  routed length, um
met5                   0.34                527
met4                    4.4               6870
met3                     20              31600
met2                     45              70500
met1                     30              46100
kinds of logic after synthesis:
logic type	Yosys count
AOI/OAI and AO/OA	374
buffers and inverters	217
DFF	1024
muxes	736
other	1
and+or+nand+nor	212
path summary, 6_finish.rpt:
kind | start | endpoint | slack, ps | depth (start not counted)
hold / removal | in[11] | data[18][11] | 2090 | 2
setup / recovery | src_a[0] | reg_a[27] | 2210 | 9
power by group through the flow:
stage	Sequential (mW)	Combinational (mW)	Clock, mW
after global routing	4.92	0.936	4.23
after CTS	4.91	0.884	4.06
final	4.91	0.887	4.01
layout by cell type, fill, tap and decap left out, drive strengths merged:
cell type / count
nand4: 32
clkinvlp: 9
nand2b: 1
clkbuf: 123
a21oi: 32
or4: 1
nor2: 37
or3b: 5
bufinv: 13
o221ai: 64
and3: 1
or2: 1
a211oi: 64
a221oi: 54
and2: 2
o2111ai: 10
edfxtp: 1024
clkdlybuf4s50: 102
o21ai: 54
mux2: 64
mux2i: 320
inv: 8
conb: 32
nand3: 2
nand3b: 6
a311oi: 32
nor2b: 37
or3: 2
buf: 144
mux4: 352
clkinv: 39
a22oi: 64
nand2: 85
final cells by class:
cell class              count  share of cell area (%)
flip-flops and latches   1024                    56.2
multi-input cells        1354                    30.0
clock buffers             123                    4.96
repair buffers            246                    3.92
well taps                1600                    3.66
clock inverters            67                    1.28
inverters                   2                  0.0160
No activity file was given, so power comes from the tool's default toggle rates.
